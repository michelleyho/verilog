==> design/flow/design.v <==
module decoder_assign(
    input wire[3:0] binaryIn,
    input wire enable,
    output wire[15:0] binaryOut
);
    assign binaryOut = enable ? (1<<binaryIn) : 0;
endmodule
==> design/flow/run.sh <==
#!/bin/bash
# OpenROAD 26Q1-2900-gdf79404cd8, Yosys 0.63+post, stock flow scripts
make -C /OpenROAD-flow-scripts/flow DESIGN_CONFIG=/design/flow/config.mk WORK_HOME=/design/flow/orfs finish
==> design/flow/config.mk <==
export PLATFORM = sky130hd
export DESIGN_NAME = decoder_assign
export DESIGN_NICKNAME = decoder_assign
export VERILOG_FILES = /design/flow/design.v
export SDC_FILE = /design/flow/constraint.sdc
export NUM_CORES = 4
export LEC_CHECK = 1
export CORE_AREA = 10 10 70 70
export DIE_AREA = 0 0 80 80
==> design/flow/constraint.sdc <==
current_design decoder_assign

set clk_period 1.2
set clk_io_pct 0.2

create_clock -name clk0 -period $clk_period

set non_clock_inputs [all_inputs -no_clocks]
set_input_delay [expr $clk_period * $clk_io_pct] -clock clk0 $non_clock_inputs
set_output_delay [expr $clk_period * $clk_io_pct] -clock clk0 [all_outputs]
==> reports/README.md <==
| Stage | Parameter | This run |
|:---|:---|:---|
| run status | Outcome | finished, violations left |
| run status | Failing checks | setup timing |
| run | Count of tool warnings | 34 |
| floorplanning | Die Size | 0.00640 mm² |
| detailed routing | DRT met1 WL | 408 µm |
| detailed routing | Highest layer used for signal routing | met3 |
| detailed routing | ANT cells | 0 |
| hold path | WHS Path Cells | 4 |
| floorplanning | Core Box Area | 0.00342 mm² |
| pwr | Peak ir drop on the vdd network | 0.0389 mV |
| timing | Clock period minus worst slack | 1320 ps |
| worst setup path | Delay of the slowest cell on the worst path | 410 ps |
| global routing | Total track usage | 2.89% |
| hold path | Min-Delay Path Class | in2out |
| global routing | Grt total ovfl | 0 |
| timing | RSZ-0062 raised after global routing | true |
| timing | Relative max-transition margin | 87.7% |
| floorplanning | Y dimension of the die | 80 µm |
| hold path | Hold Path Origin | binaryIn[2] |
| timing | Least-Margin Pin Slew | 184 ps |
| worst setup path | CP startpoint kind | primary input |
| detailed routing | TritonRoute pass-1 iters | 2 |
| layout | Clock buffer cells | 0 |
| logic synthesis | Unique masters post-synth | 9 |
| logic synthesis | Syn Area/Cell | 5.22 µm² |
| layout | Most frequently placed logic cells in the final layout | sky130_fd_sc_hd__buf_2 (13), sky130_fd_sc_hd__buf_6 (8), sky130_fd_sc_hd__buf_4 (7), sky130_fd_sc_hd__nor2_2 (6) |
| layout | Post-Route Utilization | 15.5% |
| worst setup path | Crit path arrival time | 1080 ps |
| layout | Area used by multi-input combinational logic | 200 µm² |
| worst setup path | Crit-path cells | buf_8, or3b_4, buf_6, nor3_2, buf_2 |
| placed design | Count of input and output buffers | 21 |
| logic synthesis | Cells after Synth | 23 |
| pwr | Power density of the placed cells | 220 mW/mm² |
| detailed routing | Number of vias in the routed layout | 294 |
| timing | Worst-case hold slack | 843 ps |
| detailed routing | Antenna-violating nets left | 0 |
| timing | Period utilisation layout | 110% |
| detailed routing | Total met3 wirelength after detailed routing | 100 µm |
| detailed routing | Detailed Route Iter0 Violations | 1 |
| worst setup path | Capturing element type of the critical path | output port |
| timing | Final setup fails | 4 |
| hold path | Sink of the worst hold path | binaryOut[8] |
| global routing | Vias in the first global route | 276 |
| timing | Count of pins over their slew limit | 0 |
| layout | Flip-flops | 0 |
| detailed routing | Per-cell via count in the routed design | 2.85 |
| detailed routing | Detailed Route WL | 1.06 mm |
| timing | Worst path setup slack after routing | -124 ps |
| floorplanning | Top-Level Pins | 21 |
| logic synthesis | Post-synthesis instance area | 120 µm² |
| timing | Max Clk Rate | 0.755 GHz |
| run | Maximum capacitance violations | 0 |
| placed design | Final estimated routing congestion in global placement | 0.709 |
| pwr | Static leakage power | 0.247 nW |
| detailed routing | Met2 WL post-DR | 551 µm |
| layout | Layout cell share with drive strength beyond 1 | 84.2% |
| logic synthesis | Sequential fraction of the synthesis area | 0% |
| detailed routing | Per-cell routed wire length | 10.3 µm |
| timing | Number of hold-slack violations in the final timing report | 0 |
| layout | Commonest Layout Cell | sky130_fd_sc_hd__buf_2 |
| global routing | Global-route wire length before repair | 1.46 mm |
| global routing | Pin count of the biggest net entering global routing | 5 |
| worst setup path | Worst Setup Path Type | in2out |
| logic synthesis | Cells in synth_stat.txt | 23 |
| worst setup path | Slowest library cell on the worst path | sky130_fd_sc_hd__or3b_4 |
| placed design | HPWL after DPL | 824 µm |
| global routing | Antenna violations before repair | 0 |
| floorplanning | Die width | 80 µm |
| pwr | Post-route total power | 0.000117 W |
| layout | Storage cell area | 0 µm² |
| logic synthesis | Count of yosys warnings during synthesis | 0 |
| worst setup path | Critical path peak fanout | 4 |
| floorplanning | Starting Density | 3.52% |
| layout | FILL cells | 388 |
| floorplanning | Number of placement rows | 21 |
| detailed routing | DRC violations left | 0 |
| timing | Final TNS setup | -322 ps |
| layout | Layout Area Growth over Synthesis | 342% |
| worst setup path | Critical Path RT | 960 ps |
| logic synthesis | Synthesis area per yosys | 120 µm² |
worst max-delay path, delay by kind of cell:
| kind | cells | cell delay, ps |
|---|---|---|
| buf+inv | 3 | 350 |
| simple gates | 2 | 490 |
per-stage QoR:
stage	area (µm²)	cells	setup slack, ps
2_1_floorplan	120	23	238
3_3_place_gp	410	93	-787
3_5_place_dp	410	93	-793
4_1_cts	489	102	-136
5_1_grt	531	103	-149
6_report	531	103	-124
kinds of logic after synthesis:
group	count (synthesis)	synth area share, %
and+or+nand+nor	23	100
timing repair:
action,4_1_cts,5_1_grt
hold buffers,0,0
hold endpoints to repair,0,0
pin swaps,13,7
resized,85,10
setup endpoints to repair,16,12
buffers inserted,9,1
layout make-up:
cell class         count  area share (%)
multi-input cells     23            37.7
well taps             46            10.8
repair buffers        34            51.4
Yosys cell counts, drive strengths merged:
cell type | n | share of area [%]
nand3 | 1 | 4.2
or3b | 1 | 9.4
nor2 | 12 | 40
nand3b | 2 | 12
nor3 | 4 | 21
nand2 | 1 | 3.1
nand2b | 2 | 10
worst max-delay path by stage:
stage	from	end	slack, ps	cells after the start
finish	binaryIn[1]	binaryOut[0]	-120	5
global route	binaryIn[1]	binaryOut[9]	-150	5
CTS	binaryIn[2]	binaryOut[0]	-140	5
power breakdown:
part	total [W]	leakage [nW]	internal (W)	switching (W)
Clock	0	0	0	0
Combinational	0.000117	0.247	0.0000665	0.0000504
Sequential	0	0	0	0
Total	0.000117	0.247	0.0000665	0.0000504
routing by layer:
| metal | GRT usage [%] | vias up |
|---|---|---|
| met5 | 0 | - |
| met4 | 0 | 0 |
| met3 | 0.909 | 0 |
| met2 | 5.78 | 11 |
| met1 | 2.97 | 137 |
| li1 | - | 146 |
No activity file was given, so power comes from the tool's default toggle rates.
