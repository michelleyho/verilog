==> flow/design.v <==
module encoder(
    input [15:0] encode_in, 
    input enable,
    output [3:0] encode_out
);
    reg [3:0] encode_out;
    always @(enable or encode_in)begin
        encode_out = 0;
        if (enable) begin
            if (encode_in == 16'h0002)begin
                encode_out = 1;
            end
            if (encode_in == 16'h0004)begin
                encode_out = 2;
            end
            if (encode_in == 16'h0008)begin
                encode_out = 3;
            end
            if (encode_in == 16'h0010)begin
                encode_out = 4;
            end
            if (encode_in == 16'h0020)begin
                encode_out = 5;
            end
            if (encode_in == 16'h0040)begin
                encode_out = 6;
            end
            if (encode_in == 16'h0080)begin
                encode_out = 7;
            end
            if (encode_in == 16'h0100)begin
                encode_out = 8;
            end
            if (encode_in == 16'h0200)begin
                encode_out = 9;
            end
            if (encode_in == 16'h0400)begin
                encode_out = 10;
            end
            if (encode_in == 16'h0800)begin
                encode_out = 11;
            end
            if (encode_in == 16'h1000)begin
                encode_out = 12;
            end
            if (encode_in == 16'h2000)begin
                encode_out = 13;
            end
            if (encode_in == 16'h4000)begin
                encode_out = 14;
            end
            if (encode_in == 16'h8000)begin
                encode_out = 15;
            end
        end
    end
endmodule
==> flow/run.sh <==
#!/bin/bash
# OpenROAD 26Q1-2900-gdf79404cd8, Yosys 0.63+post, stock flow scripts
make -C /OpenROAD-flow-scripts/flow DESIGN_CONFIG=/design/flow/config.mk WORK_HOME=/design/flow/orfs finish
==> flow/config.mk <==
export PLATFORM = sky130hd
export DESIGN_NAME = encoder
export DESIGN_NICKNAME = encoder
export VERILOG_FILES = /design/flow/design.v
export SDC_FILE = /design/flow/constraint.sdc
export NUM_CORES = 4
export LEC_CHECK = 1
export CORE_AREA = 10 10 70 70
export DIE_AREA = 0 0 80 80
==> flow/constraint.sdc <==
current_design encoder

set clk_period 4.4
set clk_io_pct 0.2

create_clock -name clk0 -period $clk_period

set non_clock_inputs [all_inputs -no_clocks]
set_input_delay [expr $clk_period * $clk_io_pct] -clock clk0 $non_clock_inputs
set_output_delay [expr $clk_period * $clk_io_pct] -clock clk0 [all_outputs]
==> results.sh <==
# yosys + openroad results
export IMPL_n_antenna_cell=0
export IMPL_grt_pass1_wl_um=2311
export IMPL_path_max_fanout=9
export IMPL_max_freq_ghz=0.2614
export IMPL_grt_overflow_total=0
export IMPL_ir_drop_mv=0.03170
export IMPL_cts_setup_buffers=0
export IMPL_muxShareOfSynthArea_pct=0
export IMPL_netlist_logic_family_top="simple AND/OR/NAND/NOR gates"
export IMPL_rsz0062_at_grt="false"
export IMPL_worst_hold_slack_ns=2.805
export IMPL_outcome="finished clean"
export IMPL_crit_type="in -> out"
export IMPL_drive_above_1_share_pct=6.329
export IMPL_syn_cell_area_um2=419.2
export IMPL_finalNonFillerCells=125
export IMPL_slew_headroom_pct=69.49
export IMPL_seq_cell_count=0
export IMPL_syn_avg_cell_area_um2=6.761
export IMPL_gp_congestion=0.8480
export IMPL_layout_top_cell="clkdlybuf4s50_1"
export IMPL_most_common_layout_cells="clkdlybuf4s50_1 (21), nor4b_1 (8), nor2_1 (6)"
export IMPL_grt_max_degree=10
export IMPL_tightest_slew_ns=0.4535
export IMPL_maxCapViolCount=0
export IMPL_die_y_um=80
export IMPL_nClkBuffers=0
export IMPL_hold_viol=0
export IMPL_antenna_found_initial=0
export IMPL_io_buffers=21
export IMPL_dieArea_mm2=0.006400
export IMPL_stage_log_warnings=32
export IMPL_track_usage_pct=4.272
export IMPL_required_ns=3.52
export IMPL_io_pins=21
export IMPL_period_needed_ns=3.826
export IMPL_post_place_cells=125
export IMPL_cp_start_kind="input port"
export IMPL_min_path_type="in -> out"
export IMPL_yosys_cells=62
export IMPL_ys_seq_share_pct=0
export IMPL_setup_viol=0
export IMPL_chipWidth_um=80
export IMPL_p_leak_nw=0.1736
export IMPL_grt_pass1_vias=501
export IMPL_nFillCells=400
export IMPL_syn_instance_count=62
export IMPL_dp_hpwl_um=1159
export IMPL_wire_per_inst_um=11.07
export IMPL_wirelength_um=1384
export IMPL_vias=531
export IMPL_synthSimpleGateAreaFrac_pct=56.72
export IMPL_p_per_area_mw_per_mm2=70.47
export IMPL_synth_warnings=1
export IMPL_cp_arrival_ns=2.95
export IMPL_synthAoiAreaFrac_pct=25.97
export IMPL_initial_core_util_pct=12.27
export IMPL_postRouteAntennaNets=0
export IMPL_synth_chip_area_um2=419.2
export IMPL_synthXorXnorAreaFrac_pct=10.45
export IMPL_drc=0
export IMPL_tns_ns=0
export IMPL_cts_hold_fix_buffers=0
export IMPL_area_delta_synth_final_pct=57.01
export IMPL_adder_share_pct=0
export IMPL_drv_slew=0
export IMPL_synth_cell_types=28
export IMPL_endpoint_kind="primary output"
export IMPL_final_core_util_pct=19.27
export IMPL_core_mm2=0.003416
export IMPL_vias_per_cell=4.248
export IMPL_ff_latch_area_um2=0
export IMPL_num_rows=21
export IMPL_detail_route_first_pass_iterations=4
export IMPL_drtIter0Drc=31
export IMPL_ctsResizeCount=0
export IMPL_finalCritPeriodShare_pct=86.96
report_power, final:
group          internal, mW  total (mW)  switching (mW)  leakage, nW
clock                     0           0               0            0
combinational        0.0241      0.0464          0.0223        0.174
sequential                0           0               0            0
cells in the mapped netlist:
cell / count / area (µm²)
nor2_4: 1 / 11.26
nor2b_1: 3 / 18.77
buf_4: 1 / 7.510
xor2_1: 4 / 35.03
nor2_2: 3 / 18.77
o21a_1: 3 / 22.52
a21oi_1: 1 / 5.000
nor3b_1: 1 / 7.510
nand4_1: 1 / 6.260
clkbuf_2: 1 / 5.000
o21ai_0: 1 / 5.000
a221oi_1: 3 / 26.28
o22ai_1: 1 / 6.260
nand2_1: 4 / 15.01
and3_1: 2 / 12.51
buf_2: 1 / 5.000
buf_6: 1 / 11.26
nor4_1: 2 / 12.51
xnor2_1: 1 / 8.760
o31ai_1: 1 / 7.510
o22ai_2: 1 / 12.51
nand3_1: 3 / 15.01
a211oi_1: 2 / 15.01
o31a_1: 1 / 8.760
or4_1: 1 / 7.510
nor4b_1: 8 / 70.07
nor3_1: 4 / 20.02
nor2_1: 6 / 22.52
critical path: stages:
cell	delay, ns
clkdlybuf4s50_1	0.58
nor2_4	0.20
nand4_1	0.16
or4_1	0.51
o22ai_2	0.13
clkdlybuf4s50_1	0.48
cells by family after synthesis:
kind of cell / count (synthesis)
xor gates and xnor gates: 5
AOI/OAI and AO/OA: 14
buffers and inverters: 4
and+or+nand+nor: 39
final timing paths:
check	from	endpoint	cells after the start
min	enable	encode_out[1]	3
max	encode_in[11]	encode_out[0]	6
metrics by stage:
stage	worst slack [ns]	total power, mW	area [µm²]
after global routing	0.4511	0.05099	658.1
after global placement	0.5885	0.04533	658.1
after floorplan	1.695	0.02356	419.2
after detailed placement	0.5711	0.04558	658.1
after CTS	0.5516	0.04584	658.1
final	0.5738	0.04638	658.1
layout make-up:
class              count  area (µm²)  area share (%)
well taps             46       57.56           8.745
multi-input cells     58       390.4           59.32
repair buffers        21       210.2           31.94
metal layers:
layer	vias to the layer above	track usage, %	wire length [µm]
met5	-	0	0
met4	0	0	0
met3	0	1.023	112
met2	22	5.698	507
met1	230	6.922	763
li1	279	-	-
Power is estimated from default activity; no workload was simulated.
