==> flow/design.v <==
module ram_dp_sr_sw #(parameter DWIDTH = 8, AWIDTH=8)(
    cs0,oe0,we0,cs1,oe1,we1,data0,data1,address0,address1,clk
);
    parameter RAM_DEPTH = 1 << AWIDTH;
    input wire clk;
    input wire cs0;
    input wire oe0;
    input wire we0;
    input wire[AWIDTH-1:0] address0;
    inout wire[DWIDTH-1:0] data0;
    input wire cs1;
    input wire oe1;
    input wire we1;
    input wire[AWIDTH-1:0] address1;
    inout wire[DWIDTH-1:0] data1;
    reg[DWIDTH-1:0] data_out0;
    reg[DWIDTH-1:0] data_out1;
    reg[DWIDTH-1:0] mem[0:RAM_DEPTH-1];
    assign data0 = (cs0 && oe0 && !we0) ? data_out0 : DWIDTH'bz;
    assign data1 = (cs1 && oe1 && !we1) ? data_out1 : DWIDTH'bz;
    always @(posedge clk)begin
        if (cs0 && oe0 && !we0)begin
            data_out0 <= mem[address0];
        end
    end
    always @(posedge clk)begin
        if (cs1 && oe1 && !we1)begin
            data1 <= mem[address1];
        end
    end
    always @ (posedge clk)begin
        if (cs0 && we0)begin
            mem[address0] <= data0;
        end
    end
    always @ (posedge clk)begin
        if (cs1 && we1)begin
            mem[address1] <= data1;
        end
    end
endmodule
==> flow/run.sh <==
#!/bin/bash
# OpenROAD 26Q1-2900-gdf79404cd8, Yosys 0.63+post, stock flow scripts
make -C /OpenROAD-flow-scripts/flow DESIGN_CONFIG=/design/flow/config.mk WORK_HOME=/design/flow/orfs finish
==> flow/config.mk <==
export PLATFORM = sky130hd
export DESIGN_NAME = ram_dp_sr_sw
export DESIGN_NICKNAME = ram_dp_sr_sw
export VERILOG_FILES = /design/flow/design.v
export SDC_FILE = /design/flow/constraint.sdc
export NUM_CORES = 4
export LEC_CHECK = 1
export CORE_UTILIZATION = 40
==> flow/constraint.sdc <==
current_design ram_dp_sr_sw

set clk_period 21.6
set clk_io_pct 0.2

create_clock -name clk0 -period $clk_period [get_ports {clk}]

set non_clock_inputs [all_inputs -no_clocks]
set_input_delay [expr $clk_period * $clk_io_pct] -clock clk0 $non_clock_inputs
set_output_delay [expr $clk_period * $clk_io_pct] -clock clk0 [all_outputs]
==> results.toml <==
# generated from flow reports
[outcome]
status = "did not finish"
failing_step = "clock tree synthesis (4_1_cts)"
first-error = "[error] [KeplerFormal.cpp:679] Workflow failed: Iso has multiple drivers: .data03, data0[3]$_DFFE_PP_.Q0"

[logic_synthesis]
yosys-top-cells-area = "edfxtp_1 (79%), mux4_2 (15%), a22oi_1 (2.4%)"
syn_area_per_cell_um2 = 22.1
top_area_share_pct = 78.6
ys.flops = 2056
async_reset_ff_share_pct = 0
yosysTopAreaCell = "edfxtp_1"
ys_seq_share_pct = 78.6
syn_inst = 3548
ys_cells = 3548
synthDistinctLibCells = 23
yosysWarnings = 28
synthTopCellsByCount = "edfxtp_1 (2,056), mux4_2 (512), a22oi_1 (256), nor2_1 (253), clkbuf_1 (138)"
most_common_cell = "edfxtp_1"
synth_area_mm2 = 0.0785
synth-edff-count = 2056
ys_chip_area_mm2 = 0.0785
flop_cell = "edfxtp_1"

[cts]
cts_max_path_buffers = 3
cts.sinks = 2056
cts_buffers = 203
ctsHoldBuffers = 0
cts_setup_buffers = 0
root_buffer = "clkbuf_16"
cts_max_level = 4
cts_resized = 0

[die]
die_h_um = 445
dieWidth_um = 445
rows = 162
fp_util_pct = 40.3
pin_count = 39

[placed_design]
gp_congestion = 0.857
place_ws_ps = 12140
io_buffers = 11
dpl.hpwl_um = 107000
place_area_mm2 = 0.0821
logic make-up after synthesis:
group / after synthesis / share of synthesized area (%)
buf+inv: 235 / 1.40
simple gates: 328 / 1.70
compound gates: 416 / 3.62
other cells: 1 / 0.00477
flops: 2056 / 78.6
mux: 512 / 14.7
metrics by stage:
| step | utilization (%) | cells |
|---|---|---|
| floorplan | - | 3555 |
| global placement | 42.1 | 6098 |
| detailed placement | 42.1 | 6098 |
